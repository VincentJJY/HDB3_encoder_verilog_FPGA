<file path="/design/flow/run.sh">
#!/bin/bash
# OpenROAD 26Q1-2900-gdf79404cd8, Yosys 0.63+post, stock flow scripts
make -C /OpenROAD-flow-scripts/flow DESIGN_CONFIG=/design/flow/config.mk WORK_HOME=/design/flow/orfs finish
</file>
<file path="/design/flow/config.mk">
export PLATFORM = sky130hd
export DESIGN_NAME = hdb3
export DESIGN_NICKNAME = hdb3
export VERILOG_FILES = /design/flow/design.v
export SDC_FILE = /design/flow/constraint.sdc
export NUM_CORES = 4
export LEC_CHECK = 1
export CORE_AREA = 10 10 94 94
export DIE_AREA = 0 0 104 104
</file>
<file path="/design/flow/constraint.sdc">
current_design hdb3

set clk_period 1.7
set clk_io_pct 0.2

create_clock -name clk0 -period $clk_period [get_ports {i_clk}]

set non_clock_inputs [all_inputs -no_clocks]
set_input_delay [expr $clk_period * $clk_io_pct] -clock clk0 $non_clock_inputs
set_output_delay [expr $clk_period * $clk_io_pct] -clock clk0 [all_outputs]
</file>
<file path="/design/flow/design.v">
`timescale 1ns / 1ps
module hdb3(
  input   i_clk ,
  input   i_rst ,
  input   i_data,
  output  o_p   ,
  output  o_n  
);
reg [3:0]   r_plug_v        ; 
reg [3:0]   r_plug_1        ; 
reg [2:0]   r_d             ; 
reg [4:0]   r_plug_b_code_h ;
reg [4:0]   r_plug_b_code_l ; 
reg         r_odd_even      ; 
reg [1:0]   ro_hdb3_code    ;
reg         r_polar         ; 
reg [7:0]   r_ri            ;
reg         r_vafterb       ;
wire [1:0]  w_plug_v; 
wire [1:0]  w_plug_b; 
assign w_plug_v = {r_plug_v[3],r_plug_1[3]};
assign w_plug_b = {r_plug_b_code_h[4],r_plug_b_code_l[4]};
assign o_p      = ro_hdb3_code[1];
assign o_n      = ro_hdb3_code[0];
always@(posedge i_clk or posedge i_rst)
begin
if(i_rst)
  r_d<=3'b111;
else
  r_d<={r_d[1:0],i_data};
end
always@(posedge i_clk or posedge i_rst)
begin
if(i_rst)
begin
r_plug_v<=4'b0000;
r_plug_1<=4'b0000;
end
else if((!i_data) && (r_d==3'b000) && (r_plug_v[2:0]==3'b000))
begin
r_plug_v<={r_plug_v[2:0],1'b1};
r_plug_1<={r_plug_1[2:0],1'b0};
end
else if(i_data)
begin
r_plug_v<={r_plug_v[2:0],1'b0};
r_plug_1<={r_plug_1[2:0],1'b1};
end
else
begin
r_plug_v<={r_plug_v[2:0],1'b0};
r_plug_1<={r_plug_1[2:0],1'b0};
end
end
always@(posedge i_clk or posedge i_rst)
begin
if(i_rst)
r_odd_even<=1'b0;
else if(w_plug_v==2'b10) 
r_odd_even<=1'b0;
else if(w_plug_v==2'b01)
r_odd_even<=~r_odd_even;
else
r_odd_even<=r_odd_even;
end
always@(posedge i_clk or posedge i_rst)
begin
if(i_rst)
begin
r_plug_b_code_h<=5'b0000;
r_plug_b_code_l<=5'b0000;
end
else if((!r_odd_even) && (w_plug_v==2'b10))
begin
r_plug_b_code_h<={r_plug_b_code_h[3],4'b1001};
r_plug_b_code_l<={r_plug_b_code_l[3],4'b1000};
end
else 
begin
r_plug_b_code_h<={r_plug_b_code_h[3:0],w_plug_v[1]};
r_plug_b_code_l<={r_plug_b_code_l[3:0],w_plug_v[0]};
end
end
always@(posedge i_clk or posedge i_rst)
begin
if(i_rst)
r_ri<=8'b0;
else
r_ri<={r_ri[5:0],w_plug_b};
end
always@(posedge i_clk or posedge i_rst)
begin
if(i_rst)
r_vafterb<=6'b0;
else if(w_plug_b==2'b11)
r_vafterb<=r_polar;
else
r_vafterb<=r_vafterb;
end
always@(posedge i_clk or posedge i_rst)
begin
if(i_rst)
r_polar<=1'b1;
else if(w_plug_b==2'b01 || w_plug_b==2'b11)
r_polar<=~r_polar;
else
r_polar<=r_polar;
end
always@(posedge i_clk or posedge i_rst)
begin
if(i_rst)
ro_hdb3_code<=2'b0;
else if(((w_plug_b==2'b01) || (w_plug_b==2'b11)) && r_polar)
ro_hdb3_code<=2'b10;
else if(((w_plug_b==2'b01) || (w_plug_b==2'b11)) && (!r_polar))
ro_hdb3_code<=2'b01;
else if(w_plug_b==2'b10 && (r_ri[5:4]==2'b11) && (r_vafterb)) 
ro_hdb3_code<=2'b10;
else if(w_plug_b==2'b10 && (r_ri[5:4]==2'b11) && (!r_vafterb))
ro_hdb3_code<=2'b01;
else if(w_plug_b==2'b10 && (r_ri[7:6]==2'b01) && r_polar) 
ro_hdb3_code<=2'b01;
else if(w_plug_b==2'b10 && (r_ri[7:6]==2'b01) && (!r_polar))
ro_hdb3_code<=2'b10;
else if((w_plug_b==2'b10)  && r_polar)
ro_hdb3_code<=2'b10;
else if((w_plug_b==2'b10) && (!r_polar))
ro_hdb3_code<=2'b01;
else 
ro_hdb3_code<=2'b0;
end
endmodule
</file>
==> results.sh <==
# implementation run metrics
export IMPL_status="complete, no violations"
export IMPL_largest_area_cell="dfrtp_1"
export IMPL_clk_pin_slew_ns=0.06
export IMPL_switching_share_pct=21.3
export IMPL_startpoint_type="flop"
export IMPL_fin_crit_ns=1.39
export IMPL_fin_skew_ns=0.00362
export IMPL_p_sw_mw=0.356
export IMPL_post_cts_buffers=0
export IMPL_crit_slowest_cell="clkdlybuf4s50_1"
export IMPL_cts_resized=0
export IMPL_ys_sh_simple_pct=10.6
export IMPL_ys_area_mm2=0.00107
export IMPL_synth_ff_latch_count=34
export IMPL_cpPeakStageDelay_ns=0.46
export IMPL_pin_count=5
export IMPL_multi_input_comb_area_um2=190
export IMPL_tns_ns=0
export IMPL_crit_buf_inv=1
export IMPL_fill_cells=741
export IMPL_path_delay_family="buffers and inverters"
export IMPL_grt_overflow_total=0
export IMPL_place_inst=166
export IMPL_hp_class="reg -> reg"
export IMPL_period_used_pct=81.7
export IMPL_power_density_mw_per_mm2=1270
export IMPL_hold_ws_ns=0.346
export IMPL_intPower_mw=1.32
export IMPL_synthAoiAreaFrac_pct=3.27
export IMPL_initCoreUtil_pct=15.7
export IMPL_final_area_mm2=0.00132
export IMPL_critPathKind="reg -> out"
export IMPL_die_area_mm2=0.0108
export IMPL_place_area_mm2=0.00123
export IMPL_grt_max_degree=35
export IMPL_hold_viol=0
export IMPL_top_area_share_pct=70.1
export IMPL_postSynthSeqShare_pct=79.9
export IMPL_synth_cells=66
export IMPL_wl_per_cell_um=6.91
export IMPL_layout_cells_non_filler=174
export IMPL_rows=30
export IMPL_cts_sinks=34
export IMPL_dp_slack_ns=0.110
export IMPL_pwr_share_seq_pct=56.8
export IMPL_cts_root_buf="clkbuf_8"
export IMPL_crit_path_end_kind="primary output"
export IMPL_track_usage_pct=2.52
export IMPL_drc=0
export IMPL_warnings=25
export IMPL_fin_ws_ns=0.310
export IMPL_viasPerCell=2.71
export IMPL_wl_um=1200
export IMPL_portBuffers=4
export IMPL_mux_area_share_pct=1.05
export IMPL_p_comb_share_pct=8.2
export IMPL_max_freq_mhz=720
export IMPL_antennaDiodeCount=0
export IMPL_synthTopLogicFamily="simple AND/OR/NAND/NOR gates"
export IMPL_vias=472
export IMPL_area_growth_syn_to_layout_pct=23.2
export IMPL_grt_pass1_wl_um=2290
export IMPL_htree_levels=2
export IMPL_rsz0062_at_grt="no"
export IMPL_slew_headroom_pct=73.0
export IMPL_hold_buffers=0
export IMPL_regArea_um2=856
export IMPL_drv_slew=0
export IMPL_core_region_area_mm2=0.00683
export IMPL_max_cap_viol_count=0
export IMPL_power_leakage_nw=0.591
export IMPL_drive_gt1_share_pct=19.2
export IMPL_adder_share_pct=1.17
export IMPL_worstPathArrival_ns=1.05
export IMPL_die_x_um=104
export IMPL_place_congestion=0.719
export IMPL_synthesis_area_mm2=0.00107
export IMPL_vdd_drop_max_mv=0.457
export IMPL_first_global_vias=518
export IMPL_hpwl_um=763
export IMPL_cts_buffers_inserted=5
export IMPL_yosys_warnings=1
export IMPL_die_h_um=104
export IMPL_crit_fanout=1
export IMPL_power_mw=1.67
export IMPL_path_cells="clkdlybuf4s50_1"
export IMPL_clock_latency_ns=0.27
export IMPL_max_slew_worst_pin_slew_ns=0.405
export IMPL_synth_area_per_cell_um2=16.2
export IMPL_xor_share_pct=1.64
export IMPL_postRouteAntennaNets=0
export IMPL_synth_distinct_cells=21
export IMPL_critPathRequiredTime_ns=1.36
export IMPL_cts_buffer_depth=2
export IMPL_antenna_found_initial=0
export IMPL_fin_util_pct=19.3
export IMPL_p_clk_share_pct=35.0
export IMPL_dr_pass1_iters=2
export IMPL_dr_first_iter_drc_count=7
export IMPL_ys_cells=66
export IMPL_cts_tree="done"
export IMPL_top_cells_by_area="dfrtp_1, dfstp_2, and2_1"
export IMPL_setup_viol=0
-- power groups by stage --
stage / registers, mW / clock network [mW] / logic (mW)
finish: 0.950 / 0.584 / 0.137
global route: 0.965 / 0.649 / 0.158
CTS: 0.951 / 0.610 / 0.141
-- sequential cells by signal, indices dropped and copies added, names as in the netlist --
signal and cells:
r_d 3, r_plug_v 4, r_odd_even 1, r_plug_b_code_h 5
r_ri 8, ro_hdb3_code 2, r_vafterb 1, r_plug_b_code_l 5
r_plug_1 4, r_polar 1
-- layer usage --
layer  share of wire, %  track usage, %
met5                  0               0
met4                  0           0.497
met2                 41            3.42
met3                8.6            1.69
met1                 50            3.26
-- worst reg2reg max path, stage by stage (launching register included) --
cell	delay, ns
dfrtp_1	0.37
or4_1	0.51
nor4_2	0.14
-- synth_stat cells --
master and instances:
dfrtp_1 30, and2_1 5, nand2b_1 5, dfstp_2 4, inv_1 4, nand2_1 3, a21o_1 1, a31o_2 1
dlygate4sd3_1 1, ha_1 1, mux2_2 1, nand4b_1 1, nor2b_1 1, nor3_1 1, nor4_2 1, o21ai_0 1
o21bai_1 1, o22ai_1 1, or4_1 1, xnor2_1 1, xor2_1 1
-- cell type report --
| class | count | area share (%) |
|---|---|---|
| clock buffer | 7 | 6.54 |
| inverter | 4 | 1.14 |
| timing repair buffer | 5 | 3.60 |
| tap | 96 | 9.10 |
| clock inverter | 1 | 0.379 |
| sequential | 34 | 64.8 |
| multi-input combinational | 27 | 14.4 |
-- cells by family after synthesis --
| logic type | count (synthesis) |
|---|---|
| AND-OR/OR-AND | 5 |
| XOR/XNOR | 2 |
| adder cells (fa/ha/maj) | 1 |
| buffers and inverters | 5 |
| flip-flops | 34 |
| multiplexers | 1 |
| AND/OR/NAND/NOR | 18 |
-- path summary, 6_finish.rpt --
kind	start	end	slack [ns]	depth (start not counted)
worst max-delay path	ro_hdb3_code[1]	o_p	0.31	1
worst min-delay path	r_plug_1[0]	r_plug_1[1]	0.35	0
worst max register to register	r_plug_v[1]	r_plug_v[0]	0.58	2
worst min register to register	r_plug_1[0]	r_plug_1[1]	0.35	0
max in group asynchronous	i_rst	r_d[2]	0.93	3
min in group asynchronous	i_rst	r_plug_b_code_l[2]	0.45	3
-- placed cells by master, fill, tap and decap left out --
cell / n
nand4b_1: 1
a31o_2: 1
nor4_2: 1
clkdlybuf4s50_1: 4
nor2b_1: 1
ha_1: 1
or4_1: 1
mux2_2: 1
clkbuf_8: 6
dfrtp_1: 30
xor2_1: 1
buf_4: 1
o21bai_1: 1
a21o_1: 1
dfstp_2: 4
o22ai_1: 1
clkbuf_1: 1
and2_1: 5
o21ai_0: 1
nor3_1: 1
inv_1: 4
clkinv_2: 1
xnor2_1: 1
nand2_1: 3
nand2b_1: 5
Power is estimated from default activity; no workload was simulated.
